### flow/constraint.sdc
current_design mux_datasrc

set clk_period 6.4
set clk_io_pct 0.2

create_clock -name clk0 -period $clk_period

set non_clock_inputs [all_inputs -no_clocks]
set_input_delay [expr $clk_period * $clk_io_pct] -clock clk0 $non_clock_inputs
set_output_delay [expr $clk_period * $clk_io_pct] -clock clk0 [all_outputs]
### flow/config.mk
export PLATFORM = sky130hd
export DESIGN_NAME = mux_datasrc
export DESIGN_NICKNAME = mux_datasrc
export VERILOG_FILES = /design/flow/design.v
export SDC_FILE = /design/flow/constraint.sdc
export NUM_CORES = 4
export LEC_CHECK = 1
export CORE_AREA = 10 10 120 120
export DIE_AREA = 0 0 130 130
### flow/design.v
module mux_datasrc (   
    input wire [3:0] seletor,
    input wire [31:0] data_0, data_1, data_2, data_3, data_4, data_5, data_6, data_7,
    output wire [31:0] dataout
);
    assign dataout = (seletor == 4'b0000) ? data_0 :
                     (seletor == 4'b0001) ? data_1 :
                     (seletor == 4'b0010) ? data_2 :
                     (seletor == 4'b0011) ? data_3 :
                     (seletor == 4'b0100) ? data_4 :
                     (seletor == 4'b0101) ? data_5 :
                     (seletor == 4'b0110) ? data_6 :
                     (seletor == 4'b0111) ? data_7 :
                     (seletor == 4'b1000) ? 32'd227:
                     32'bx;
endmodule
### flow/run.sh
#!/bin/bash
# OpenROAD 26Q1-2900-gdf79404cd8, Yosys 0.63+post, stock flow scripts
make -C /OpenROAD-flow-scripts/flow DESIGN_CONFIG=/design/flow/config.mk WORK_HOME=/design/flow/orfs finish
==> Changelog: implementation <==
### Metrics

- Run status: completed
- Area leader, netlist: mux4_2
- # DRC: 0
- Worst hold path type: input port to primary output
- Mean post-synth cell area: 7.62 µm²
- Worst-path fanout max: 58
- Vias per std cell: 5.00
- Core ar.: 11900 µm²
- Register Area: 0 µm²
- Hold Fails Final Rpt: 0
- FP Util: 21.3%
- Wirelength per Cell: 20.7 µm
- Post-cts gate resize count: 0
- Top Ports: 292
- Distinct cell type count after synthesis: 41
- Clock buf count: 0
- Pwr Total: 0.341 mW
- RSZ-0062 raised after global routing: no
- Dpl hpwl: 12.7 mm
- Setup-failing EPs final: 0
- Area share of the largest cell type after synthesis: 14.2%
- PwrDens: 63.2 nW/µm²
- Share of layout cells above drive strength 1: 7.17%
- YS warnings: 0
- Final max-slew violation count: 0
- Netlist Area Pre-Place: 2530 µm²
- Routability Congestion: 0.977
- Chip area: 16900 µm²
- Max Clk Rate: 198 MHz
- Chip Area, Yosys: 2530 µm²
- Vias in the first global route: 3892
- Post-CTS Setup Inserts: 0
- Initial antenna violation count: 1
- Total Wirelength: 15.2 mm
- LEAKAGE: 1.99 nW
- Tool warning count: 32
- Synth Seq Share: 0%
- Die Wd: 130 µm
- CP arrival: 3.77 ns
- Diodes inserted: 0
- Total of max-cap violations: 0
- Hold_buf cts: 0
- VDD IR max: 0.0000512 V
- DRT iter0 DRCs: 244
- Synth top cell by count: a21oi_1
- Yosys cell count: 332
- Actual slew at the worst max-slew pin: 0.756 ns
- Relative slew slack: 49.4%
- Tmin final: 5.05 ns
- Setup CP Type: input port to primary output
- DR vias: 3663
- Gr usage total: 17.0%
- First-pass GRT wire length: 22.5 mm
- Vert. Die Dim: 130 µm
- TritonRoute pass-1 iters: 8
- PortBufs: 292
- Instance tally after logic synthesis: 332
- Antenna Nets Post-Route: 0
- Layout fillers: 1160
- Setup TNS: 0 ns
- Remaining Overflow, GRT: 0
- Crit path capture type: primary output
- Seq_cells: 0
- Largest net degree at the start of global routing: 59
- Synth cell count leaders: a21oi_1 (33), nand2_1 (29), nor2b_1 (28)
- Synth top area cells: mux4_2 (14%), mux2i_1 (9.5%), nor2b_1 (6.9%)
- Worst path required time: 5.12 ns
- Site Rows: 40
- Setup crit start kind: input port
- Post-layout period usage: 78.8%
- Area Overhead vs Synth: 113%
-- where the power goes --
group	internal [mW]	leakage [nW]	switching, mW
logic	0.236	1.99	0.105
registers	0	0	0
clock network	0	0	0
-- cells in the final DEF (no fill, tap or decap), types with 8 or more instances in the layout --
cell type        instances
a21o_1                   8
mux4_2                  16
a211o_1                 13
o22ai_1                 21
mux2i_1                 24
nand2b_1                11
nor2_1                  17
a21boi_0                 8
a211oi_1                 8
mux2_2                  10
clkdlybuf4s50_1        289
a21oi_1                 33
nand2_1                 29
nor2b_1                 28
-- layout make-up --
type | instances | area [µm²] | share of cell area [%]
Inverter | 5 | 18.8 | 0.348
Multi-Input combinational cell | 285 | 2250 | 41.7
Tap cell | 147 | 184 | 3.41
Timing Repair Buffer | 296 | 2940 | 54.5
-- layer usage --
metal / global-route usage (%) / part of all wire (%) / wire length [µm] / up-vias
met5: 0 / 0.073 / 11 / -
met4: 0.397 / 0.26 / 39 / 2
met3: 7.20 / 12 / 1870 / 6
met2: 29.8 / 49 / 7430 / 189
met1: 20.0 / 38 / 5820 / 1673
li1: - / - / - / 1793
-- critical path, stage by stage --
cell and delay (ns):
buf_4 0.56, buf_4 0.50, nor2b_1 0.21, a21o_1 0.20
a222oi_1 0.36, o211ai_1 0.16, clkdlybuf4s50_1 0.44
-- through the flow --
| stage | util [%] | area [µm²] | setup WS, ns | hold WS [ns] | std cells |
|---|---|---|---|---|---|
| global placement | 45.3 | 5400 | 1.40 | 3.49 | 733 |
| global route | 45.3 | 5400 | 1.14 | 3.54 | 733 |
| detailed placement | 45.3 | 5400 | 1.36 | 3.50 | 733 |
| finish | 45.3 | 5400 | 1.35 | 3.50 | 733 |
| CTS | 45.3 | 5400 | 1.34 | 3.50 | 733 |
| floorplan | - | 2530 | 2.76 | 2.61 | 332 |
-- path summary, 6_finish.rpt --
| kind | cells past startpoint | from | end | slack [ns] |
|---|---|---|---|---|
| max | 7 | seletor[1] | dataout[9] | 1.35 |
| min | 4 | data_0[29] | dataout[29] | 3.50 |
-- cell families after synthesis --
kind of cell	count (synthesis)	share of synthesized area [%]
simple gates	101	21.4
compound gates	131	36.3
mux	53	31.3
buf+inv	47	11.0
Power and IR drop assume default switching activity.
