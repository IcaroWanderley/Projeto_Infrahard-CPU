==> flow/design.v <==
module mux_iord (   
    input wire [1:0] seletor,
    input wire [31:0] data_0, data_1, data_2, data_3,
    output wire [31:0] dataout
);
    assign dataout = (seletor == 2'b00) ? data_0 :
                     (seletor == 2'b01) ? data_1 :
                     (seletor == 2'b10) ? data_2 :
                     (seletor == 2'b11) ? data_3 :
                     32'bx;
endmodule
==> flow/run.sh <==
#!/bin/bash
# OpenROAD 26Q1-2900-gdf79404cd8, Yosys 0.63+post, stock flow scripts
make -C /OpenROAD-flow-scripts/flow DESIGN_CONFIG=/design/flow/config.mk WORK_HOME=/design/flow/orfs finish
==> flow/config.mk <==
export PLATFORM = sky130hd
export DESIGN_NAME = mux_iord
export DESIGN_NICKNAME = mux_iord
export VERILOG_FILES = /design/flow/design.v
export SDC_FILE = /design/flow/constraint.sdc
export NUM_CORES = 4
export LEC_CHECK = 1
export CORE_AREA = 10 10 76 76
export DIE_AREA = 0 0 86 86
==> flow/constraint.sdc <==
current_design mux_iord

set clk_period 3.9
set clk_io_pct 0.2

create_clock -name clk0 -period $clk_period

set non_clock_inputs [all_inputs -no_clocks]
set_input_delay [expr $clk_period * $clk_io_pct] -clock clk0 $non_clock_inputs
set_output_delay [expr $clk_period * $clk_io_pct] -clock clk0 [all_outputs]
==> metrics.cfg <==
[status]
outcome=complete, no violations

[synth]
synth_cells=39
ys_chip_area_um2=815
yosys_warnings=0
postSynthAreaPerCell_um2=20.9
post_synthesis_cell_area_um2=815
ys_cells=39
synth_cell_types=5
yosysSeqAreaShare_pct=0

[critical_path]
timing.critical_path.arrival_ps=2430
cp-end-kind=output port
critical_path_peak_fanout=32
critical_path_launch_point_type=input port
critPathRequiredTime_ps=3120
crit_type=input port to output port

[final_layout]
fillers=329
mostFrequentLayoutCell=clkdlybuf4s50_1
synthToLayoutAreaGrowth_pct=199
drive_gt1_share_pct=16.8
flop_area_um2=0
layout_top_cells=clkdlybuf4s50_1 (161), mux4_2 (30), mux4_1 (2)
num-clock-buffers=0
flop-count=0
final_cells=246
postLayoutCellArea_um2=2430
logic_area_um2=728

[final_timing]
max_slew.worst_pin.slew_ps=408
setup_repair_after_global_routing_missed_its_margin=false
final-setup-viol-count=0
timing_hold_violations_final=0
setup_tns_ps=0
timing.fmax_mhz=312
max-slew-margin-rel_pct=72.8
report.final.slew_viol_count=0
worst_hold_slack_ps=2510
min_period_over_period_pct=82.3
min_period_ps=3210

[power_and_ir_drop]
post_route_total_power_uw=268
vdd_ir_drop_max_mv=0.0543
static_leakage_nw=0.860
power-per-cell-area_nw_per_um2=110

[grt]
grtUsageTotal_pct=15.0
first_global_vias=1294
grt_max_degree=33
grt_overflow=0
grt_antenna_before_repair=0
first_pass_grt_wire_length_mm=8.45

[route]
avgViaCountPerCell=4.66
routed_wire_length_per_instance_um=23.0
n_antenna_cell=0
drc=0
drtPass1Iterations=3
num_vias=1146
antenna_left=0
detail_route.wirelength_mm=5.66
drt_first_iter_violations=20

[hold_path]
min-delay-path-class=input port to output port
min-delay-start=seletor[0]
holdPathStages=3
worst_hold_path_ep=dataout[12]

[place]
dp.cells=246
buffer_ports.inserted=162
finalWeightedCongestion=0.846
place_area_um2=2430

[floorplan]
core_area_um2=4120
chip_area_um2=7400
ios=162
std_cell_rows=23
die_height_um=86
fp_util_pct=19.8
die_x_um=86

[job]
timing.max_cap.violations=0
stage_log_warnings=33

[clock_network]
gates_resized_cts_repair=0
holdBufCountCts=0
cts_post_setup_buffers_inserted=0

stage by stage:
stage	utilization, %	worst slack [ps]
CTS	59.2	684
global placement	59.2	671
finish	59.2	692
floorplan	-	1620
global route	59.2	635
detailed placement	59.2	684
synth_stat cells, drive strengths merged:
| library cell | n | area [um^2] |
|---|---|---|
| mux4 | 32 | 728 |
| buf | 7 | 86.3 |
critical path: stages:
cell and delay [ps]:
clkdlybuf4s50_1 450, buf_4 370, mux4_2 370, clkdlybuf4s50_1 450
kinds of logic (layout without fill, tap and decap cells):
group	count (synthesis)	after routing	synth area share, %
multiplexers	32	32	89.4
buffers and inverters	7	164	10.6
per-layer routing:
| layer | vias to the layer above | track usage (%) | part of all wire, % |
|---|---|---|---|
| met5 | - | 0 | 0 |
| met4 | 0 | 0.599 | 0.48 |
| met3 | 2 | 6.96 | 12 |
| met2 | 85 | 25.1 | 51 |
| met1 | 537 | 18.2 | 37 |
| li1 | 522 | - | - |
power breakdown:
group	switching (mW)	internal, mW
registers	0	0
clock network	0	0
logic	0.0484	0.219
cell type report:
type | instances | area share [%]
well taps | 50 | 2.57
multi-input cells | 32 | 29.9
repair buffers | 164 | 67.5
how the worst max path moves through the flow:
stage | startpoint | end | slack, ps | depth (start not counted)
CTS | seletor[1] | dataout[20] | 680 | 4
global route | seletor[1] | dataout[6] | 630 | 4
finish | seletor[1] | dataout[20] | 690 | 4
No activity file was given, so power comes from the tool's default toggle rates.
