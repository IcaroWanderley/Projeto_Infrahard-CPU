==> config.mk <==
export PLATFORM = sky130hd
export DESIGN_NAME = mux_pcsrc
export DESIGN_NICKNAME = mux_pcsrc
export VERILOG_FILES = /design/flow/design.v
export SDC_FILE = /design/flow/constraint.sdc
export NUM_CORES = 4
export LEC_CHECK = 1
export CORE_AREA = 10 10 84 84
export DIE_AREA = 0 0 94 94
==> constraint.sdc <==
current_design mux_pcsrc

set clk_period 4.1
set clk_io_pct 0.2

create_clock -name clk0 -period $clk_period

set non_clock_inputs [all_inputs -no_clocks]
set_input_delay [expr $clk_period * $clk_io_pct] -clock clk0 $non_clock_inputs
set_output_delay [expr $clk_period * $clk_io_pct] -clock clk0 [all_outputs]
==> design.v <==
module mux_pcsrc (   
    input wire [2:0] seletor,
    input wire [31:0] data_0, data_1, data_2, data_3, data_4,
    output wire [31:0] dataout
);
    assign dataout = (seletor == 3'b000) ? data_0 :
                     (seletor == 3'b001) ? data_1 :
                     (seletor == 3'b010) ? data_2 :
                     (seletor == 3'b011) ? data_3 :
                     (seletor == 3'b100) ? data_4 :
                     3'bx;
endmodule
==> run.sh <==
#!/bin/bash
# OpenROAD 26Q1-2900-gdf79404cd8, Yosys 0.63+post, stock flow scripts
make -C /OpenROAD-flow-scripts/flow DESIGN_CONFIG=/design/flow/config.mk WORK_HOME=/design/flow/orfs finish
==> Slide: Implementation Results <==
Implementation Results

Hold path
  – Worst hold path endpoint: dataout[4]
  – WHS Path Cells: 4
  – Hold/Removal Path Class: in2out
  – Hold Startpoint: seletor[0]

Detailed routing
  – Drt first-iter violations: approximately 67
  – First-pass iteration count of the detailed router: 4
  – Vias per inst: slightly below 5
  – Via Count: between 2000 and 2500
  – Final WL: roughly 8.5 mm
  – Wire length per cell: a little under 20 um
  – Antenna Violating Nets Remaining: 0
  – Antenna diodes: 0
  – DRC errors left: 0

Synthesis
  – Tally of yosys warning messages: 0
  – Post-synth area from yosys stat: 1480 um2
  – Synthesized area per cell: 7.85 um2
  – Synth cell count leaders: 64 x mux2i_1, 32 x o22ai_1, 17 x a211o_1, 17 x nand2_1, 17 x nor2_1
  – Post-synth seq share: 0
  – Cell area leaders: mux2i_1 43%, o22ai_1 14%, a211o_1 10%
  – Cell count after synthesis: between 150 and 200
  – Largest type area fraction: 0.434
  – Cell count listed in synth_stat.txt: around 190
  – Post-Syn Area: approximately 1500 um2
  – Synth cell types: 16
  – Largest area contributor in the netlist: mux2i_1
  – Yosys top cell by instances: mux2i_1

Global route
  – Overflow after GRT: 0
  – Antenna violations before repair: 0
  – First-pass GRT wire length: between 10 and 15 mm
  – Largest net degree at the start of global routing: 29
  – GRT Total Usage: 0.177
  – Vias in the first global route: roughly 2200

Setup path
  – Critical path type: in2out
  – Buf+Inv Stages, Crit Path: 2
  – Worst path max stage delay: 0.64 ns
  – Crit path max-delay family: buffers and inverters
  – Critical-path cell list: clkdlybuf4s50_1, or2_1, o22ai_1, a211o_1, clkdlybuf4s50_1
  – Startpoint Class: primary input
  – Worst path most repeated cell: clkdlybuf4s50_1
  – CP endpoint kind: output port
  – CP Data Arrival Time: just under 3 ns
  – Req. time, crit path: 3.28 ns
  – Crit path max fanout: 17
  – Critical path's slowest cell: clkdlybuf4s50_1

Clock network
  – Post-CTS Setup Inserts: 0
  – Post_cts resized: 0
  – CTS Hold Buffers Added: 0

Status
  – Outcome: complete, no violations

Floorplan
  – Rows: 26
  – Fp_density: 0.284
  – Chip area: 8840 um2
  – Die Height: roughly 94 um
  – Width of the die: between 90 and 100 um
  – Boundary pin count: 195
  – Core Area: between 5000 and 6000 um2

Power
  – Power per cell area: 106 nW/um2
  – Peak supply drop: 0.0612 mV
  – Pleak: ~0.0015 uW

Final layout
  – Fraction of layout cells with a size suffix above 1: 0.0323
  – FF+latch area: 0 um2
  – Registers: 0
  – Logic area: 1290 um2
  – Number of fillers in the final layout: 462
  – Clock buf count: 0
  – P&R area growth vs syn: 131%

STA
  – Max-slew violations: 0
  – Final WS setup: approximately 0.34 ns
  – RSZ-0062 raised after global routing: no
  – Cycle use final: 0.916
  – Minimum clock period: ~3.8 ns
  – Final tally of hold violations: 0
  – Max Clock Freq: between 200 and 300 MHz
  – Worst-Margin Slew: 0.693 ns
  – Max-Slew Margin vs Limit: 0.538
  – # setup viols final: 0
  – Setup TNS: 0 ns

Placement
  – IO buf count: around 200
  – Final GP Congestion: about 0.86
  – DP Wirelength: approximately 7.3 mm
  – Pre-CTS WS: ~0.36 ns

Flow run
  – Max_cap viols: 0
  – OpenROAD warning count: 33
## kinds of logic (layout without fill, tap and decap cells)
kind of cell	after synthesis	count (layout)	share of synthesized area
compound gates	64	64	0.325
simple gates	39	39	0.118
buf+inv	21	204	0.123
mux	64	64	0.434
## per-stage QoR
step / utilization / power (uW) / instance area, um2 / hold WS [ns] / instances
after floorplan: - / 128 / 1480 / 1.71 / 188
after CTS: 0.656 / 365 / 3410 / 2.63 / 441
final: 0.656 / 361 / 3410 / 2.63 / 441
after detailed placement: 0.656 / 363 / 3410 / 2.63 / 441
after global placement: 0.656 / 362 / 3410 / 2.63 / 441
after global routing: 0.656 / 388 / 3410 / 2.65 / 441
## layer usage
layer	GRT usage	routed length [um]	part of all wire	vias up
met4	0	0	0	0
li1	-	-	-	1108
met3	0.0493	708	0.083	0
met5	0	0	0	-
met2	0.313	4090	0.48	103
met1	0.220	3710	0.44	947
## cells in the final DEF (no fill, tap or decap)
cell type and n:
nand2_1 17, a2bb2oi_1 15, a211o_1 17, or2_1 1, nand2b_1 2, nor2_1 17, mux2i_1 64, nor2b_2 1
o22ai_1 32, buf_4 9, nor3b_4 1, clkdlybuf4s50_1 194, buf_12 1
## area by class of cell
class	instances	share of cell area
timing repair buffer	204	0.595
multi-input combinational	167	0.380
tap	70	0.0257
## worst max-delay path by stage
| stage | startpoint | slack [ns] | to | cells after the start |
|---|---|---|---|---|
| after CTS | seletor[2] | 0.36 | dataout[27] | 5 |
| after global routing | seletor[2] | 0.20 | dataout[6] | 5 |
| final | seletor[2] | 0.34 | dataout[15] | 5 |
## report_power, final
part           switching (uW)  internal [uW]  total, uW
clock network               0              0          0
registers                   0              0          0
logic                     103            258        361
total                     103            258        361
No activity file was given, so power comes from the tool's default toggle rates.
